==> flow/design.v <==
`timescale 1ns / 1ps
module FPCVT(
		D, S, E, F
    );
	 input [12:0] D;
	 output wire S;  
	 output reg [2:0] E;  
	 output reg [4:0] F;  
	 reg [12:0] data;
	 reg sixthbit;
	 assign S = D[12];
	 always @(D)
	 begin
		if (D[12] == 1'b1)
			data = ~D[12:0] + 1'b1;
		else
			data = D[12:0];
		if (data[12:5] == 8'b0)  
			begin 
				E = 3'b000;
				F = data[4:0];
				sixthbit = 1'b0;  
			end
		else if (data[12:6] == 7'b0)  
			begin 
				E = 3'b001;
				F = data[5:1];
				sixthbit = data[0];
			end
		else if (data[12:7] == 6'b0)  
			begin 
				E = 3'b010;
				F = data[6:2];
				sixthbit = data[1];
			end			
		else if (data[12:8] == 5'b0)  
			begin 
				E = 3'b011;
				F = data[7:3];
				sixthbit = data[2];
			end			
		else if (data[12:9] == 4'b0)  
			begin 
				E = 3'b100;
				F = data[8:4];
				sixthbit = data[3];
			end			
		else if (data[12:10] == 3'b0)  
			begin 
				E = 3'b101;
				F = data[9:5];
				sixthbit = data[4];
			end			
		else if (data[12:11] == 2'b0)  
			begin 
				E = 3'b110;
				F = data[10:6];
				sixthbit = data[5];
			end			
		else if (data[12] == 1'b0)  
			begin 
				E = 3'b111;
				F = data[11:7];
				sixthbit = data[6];
			end
		else  
			begin
				E = 3'b111;
				F = 5'b11111;
				sixthbit = 1'b1;
			end
		if (sixthbit == 1)  
			if (F == 5'b11111)  
				begin
					F = 5'b10000;  
					if (E == 3'b111)  
						F = 5'b11111;  
					else
						E = E + 1'b1;  
				end
			else  
				F = F + 1'b1;
	 end
endmodule
==> flow/run.sh <==
#!/bin/bash
# OpenROAD 26Q1-2900-gdf79404cd8, Yosys 0.63+post, stock flow scripts
make -C /OpenROAD-flow-scripts/flow DESIGN_CONFIG=/design/flow/config.mk WORK_HOME=/design/flow/orfs finish
==> flow/config.mk <==
export PLATFORM = sky130hd
export DESIGN_NAME = FPCVT
export DESIGN_NICKNAME = FPCVT
export VERILOG_FILES = /design/flow/design.v
export SDC_FILE = /design/flow/constraint.sdc
export NUM_CORES = 4
export LEC_CHECK = 1
export CORE_AREA = 10 10 87 87
export DIE_AREA = 0 0 97 97
==> flow/constraint.sdc <==
current_design FPCVT

set clk_period 10.8
set clk_io_pct 0.2

create_clock -name clk0 -period $clk_period

set non_clock_inputs [all_inputs -no_clocks]
set_input_delay [expr $clk_period * $clk_io_pct] -clock clk0 $non_clock_inputs
set_output_delay [expr $clk_period * $clk_io_pct] -clock clk0 [all_outputs]
==> impl_metrics.sql <==
-- metrics for the results database
INSERT INTO impl_metrics (metric_group, metric, value, unit) VALUES
('outcome', 'status', 'finished, final reports clean', ''),
('logic_synthesis', 'syn-mean-instance-area', '6.95', 'µm²'),
('setup_path', 'crit_type', 'in -> out', ''),
('logic_synthesis', 'count_of_instantiated_cells_in_the_yosys_netlist', '186', ''),
('cells_and_area', 'flow.area_growth_from_synthesis', '20.0', '%'),
('route', 'vias_per_cell', '5.47', ''),
('power_and_ir_drop', 'powerDensity', '57.1', 'nW/µm²'),
('sta', 'worstMarginPinSlew', '0.681', 'ns'),
('hold_path', 'worst_hold_path.endpoint', 'S', ''),
('logic_synthesis', 'synth_chip_area', '1290', 'µm²'),
('floorplan', 'num_io_pins', '22', ''),
('sta', 'grt_setup_unrepaired', 'false', ''),
('sta', 'final_max_slew_viol_count', '0', ''),
('global_routing', 'antenna_found_initial', '0', ''),
('global_routing', 'pin_count_of_the_biggest_net_entering_global_routing', '19', ''),
('cts', 'cts.repair.resized', '0', ''),
('floorplan', 'rows', '27', ''),
('sta', 'total_neg_setup_slack', '0', 'ns'),
('sta', 'setup_viol', '0', ''),
('logic_synthesis', 'synth-seq-area-share', '0', '%'),
('power_and_ir_drop', 'leakagePower', '0.000505', 'µW'),
('hold_path', 'holdCritStartpoint', 'D[12]', ''),
('logic_synthesis', 'yosysTopAreaCellShare', '5.03', '%'),
('logic_synthesis', 'yosysWarningCount', '1', ''),
('setup_path', 'timing.critical_path.required', '8.64', 'ns'),
('setup_path', 'endpoint_kind', 'primary output', ''),
('route', 'wire_per_inst', '13.8', 'µm'),
('floorplan', 'die.size.x', '97', 'µm'),
('logic_synthesis', 'syn-instance-count', '186', ''),
('flow_run', 'maxCapViolations', '0', ''),
('cts', 'cts_post_setup_buffers_inserted', '0', ''),
('floorplan', 'floorplan.die.height', '97', 'µm'),
('route', 'detailroute.via_count', '1472', ''),
('route', 'wirelength_met1', '1.78', 'mm'),
('route', 'met2_length', '1.79', 'mm'),
('route', 'insertedDiodeCount', '0', ''),
('cells_and_area', 'lay_top_cells', 'clkdlybuf4s50_1, nor3_1, nor2_1, a21oi_1, nand2_1', ''),
('floorplan', 'area_of_the_die', '9410', 'µm²'),
('place', 'io_buffer_count', '22', ''),
('flow_run', 'openroad.warnings', '32', ''),
('sta', 'timing_hold_violations_final', '0', ''),
('logic_synthesis', 'synthDominantAreaCellType', 'nor3_1', ''),
('setup_path', 'worstSetupStartpoint', 'D[0]', ''),
('global_routing', 'grt_overflow', '0', ''),
('place', 'place_hpwl', '2.98', 'mm'),
('setup_path', 'timing.critical_path.arrival', '6.91', 'ns'),
('logic_synthesis', 'leading_cell_types_by_total_area_after_synthesis', 'nor3_1, a21oi_1, o31ai_1', ''),
('floorplan', 'core_util_floorplan', '22.9', '%'),
('cells_and_area', 'clkbuf_count', '0', ''),
('hold_path', 'whs_path_depth', '3', ''),
('cells_and_area', 'most_frequent_logic_cell_in_the_layout', 'clkdlybuf4s50_1', ''),
('cells_and_area', 'post_route_cells_drive_above_1_share', '13.2', '%'),
('route', 'route.detailed.drc', '0', ''),
('power_and_ir_drop', 'irDropWorstVdd', '0.0136', 'mV'),
('route', 'routed_wl', '3.71', 'mm'),
('sta', 'timing.slew.headroom', '54.5', '%'),
('sta', 'timing.final.crit_period', '9.07', 'ns'),
('sta', 'max_freq', '0.110', 'GHz'),
('logic_synthesis', 'synth.cell_area', '1290', 'µm²'),
('hold_path', 'min-delay-path-class', 'in -> out', ''),
('global_routing', 'gr-usage-all-layers', '7.72', '%'),
('route', 'first_iter_violations', '175', ''),
('logic_synthesis', 'post_synth_num_cell_types', '67', ''),
('cells_and_area', 'layout.area.seq', '0', 'µm²'),
('sta', 'finalClockPeriodUsage', '84.0', '%'),
('power_and_ir_drop', 'total_power', '88.6', 'µW'),
('global_routing', 'grt_pass1_wl', '6.65', 'mm'),
('cts', 'post_cts_hold_buffer_count', '0', ''),
('route', 'drt-pass1-iter-count', '4', ''),
('setup_path', 'startpoint_type', 'input port', ''),
('global_routing', 'first_global_vias', '1414', ''),
('route', 'maxUsedRoutingLayer', 'met4', ''),
('cells_and_area', 'number_of_sequential_cells', '0', ''),
('place', 'globalplace.congestion', '0.920', ''),
('route', 'met3_wirelength', '122', 'µm'),
('route', 'antenna_left', '0', ''),
('setup_path', 'worst-path-max-fanout', '9', ''),
('floorplan', 'std_cell_core_area', '5640', 'µm²');
## critical path, stage by stage
cell and delay, ns:
clkdlybuf4s50_1 0.50, inv_1 0.11, ha_1 0.23, or3b_2 0.53
o21ai_0 0.30, nand2_1 0.23, nor4b_2 0.63, nand2_1 0.11
nand3_1 0.19, ha_1 0.23, a21bo_2 0.25, or3b_4 0.40
nor4_4 0.26, mux2_1 0.35, clkdlybuf4s50_1 0.42
## kinds of logic after synthesis
group           after synthesis  share of synthesized area (%)
fa+ha+maj                     3                           2.90
mux                           5                           4.07
buf+inv                      17                           6.29
compound gates               63                           36.7
simple gates                 86                           40.8
xor+xnor                     12                           9.29
## layer usage
metal / track usage (%) / vias to the layer above
met4: 0.338 / 0
met3: 0.358 / 2
li1: - / 755
met2: 13.4 / 39
met5: 0 / -
met1: 10.7 / 676
## synthesized netlist by cell type, types with 2 or more instances
| cell type | number |
|---|---|
| nor4_1 | 4 |
| xor2_1 | 4 |
| clkbuf_1 | 6 |
| a31oi_1 | 7 |
| inv_1 | 4 |
| nand2b_1 | 6 |
| a211oi_1 | 6 |
| mux2i_1 | 3 |
| nand2_1 | 9 |
| buf_4 | 2 |
| nor2_1 | 12 |
| nor3_1 | 13 |
| a31o_2 | 3 |
| o31ai_1 | 7 |
| and2_1 | 3 |
| buf_1 | 2 |
| a21oi_1 | 12 |
| a21boi_0 | 2 |
| or3_1 | 3 |
| xnor2_1 | 6 |
| nand3_1 | 7 |
| ha_1 | 3 |
| nand4_1 | 2 |
| nor2b_1 | 4 |
| nor4_2 | 3 |
| o21ai_0 | 6 |
| or2_2 | 3 |
| or4_1 | 3 |
| and3_1 | 3 |
## worst max-delay path by stage
stage	to	depth (start not counted)	slack [ns]
4_1_cts	E[1]	14	1.73
5_1_grt	E[1]	15	1.29
6_report	E[1]	15	1.73
## cell type report
class	count	area (µm²)
fill	600	4090
inverter	4	15.0
multi-input combinational	169	1210
tap	72	90.1
timing repair buffer	24	235
## stage by stage
step                      setup WS (ns)  util (%)  hold WS (ns)  cells  cell area [µm²]
final                              1.73      27.5          5.64    269             1550
after global placement             1.76      27.5          5.66    269             1550
after detailed placement           1.74      27.5          5.67    269             1550
after CTS                          1.73      27.5          5.67    269             1550
after floorplan                    3.08         -          4.39    186             1290
after global routing               1.29      27.5          5.75    269             1550
## power breakdown
part | switching, µW | total [µW] | internal [µW] | leakage, µW
Sequential | 0 | 0 | 0 | 0
Combinational | 46.8 | 88.6 | 41.9 | 0.000505
Clock | 0 | 0 | 0 | 0
Total | 46.8 | 88.6 | 41.9 | 0.000505
No activity file was given, so power comes from the tool's default toggle rates.
