### /design/flow/run.sh
#!/bin/bash
# OpenROAD 26Q1-2900-gdf79404cd8, Yosys 0.63+post, stock flow scripts
make -C /OpenROAD-flow-scripts/flow DESIGN_CONFIG=/design/flow/config.mk WORK_HOME=/design/flow/orfs finish
### /design/flow/config.mk
export PLATFORM = sky130hd
export DESIGN_NAME = vending_machine
export DESIGN_NICKNAME = vending_machine
export VERILOG_FILES = /design/flow/design.v
export SDC_FILE = /design/flow/constraint.sdc
export NUM_CORES = 4
export LEC_CHECK = 1
export CORE_UTILIZATION = 30
### /design/flow/constraint.sdc
current_design vending_machine

set clk_period 3.6
set clk_io_pct 0.2

create_clock -name clk0 -period $clk_period [get_ports {CLK}]

set non_clock_inputs [all_inputs -no_clocks]
set_input_delay [expr $clk_period * $clk_io_pct] -clock clk0 $non_clock_inputs
set_output_delay [expr $clk_period * $clk_io_pct] -clock clk0 [all_outputs]
### /design/flow/design.v
module vending_machine(CARD_IN, VALID_TRAN, ITEM_CODE, KEY_PRESS, DOOR_OPEN, RELOAD, CLK, RESET, VEND, INVALID_SEL, FAILED_TRAN, COST);
input CARD_IN, VALID_TRAN, KEY_PRESS, DOOR_OPEN, RELOAD, CLK, RESET;
input wire [3:0] ITEM_CODE;
output reg VEND, INVALID_SEL, FAILED_TRAN;
output reg [2:0] COST;
		parameter IDLE = 'd0;
		parameter STATE_RELOAD = 'd1;
		parameter SELECTION = 'd2;
		parameter VEND_STATE = 'd9;
		parameter GET_CODE = 'd11;
		parameter SNACK_COST_1 = 'd3;
		parameter SNACK_COST_2 = 'd4;
		parameter SNACK_COST_3 = 'd5;
		parameter SNACK_COST_4 = 'd6;
		parameter SNACK_COST_5 = 'd7;
		parameter SNACK_COST_6 = 'd8;
		reg [3:0] current_state;
		reg [3:0] next_state;
		reg [3:0] digits = 4'b0000;
		reg [4:0] item_code;
		reg [3:0] counter = 4'b0000;
		reg [2:0] cycles = 3'b000;
		reg item_code_flag = 1'b0;
		reg get_cycle_flag = 1'b0;
		reg sel_cycle_flag = 1'b0;
		reg vend_cycle_flag = 1'b0;
		reg [3:0] counter_0 = 4'b1010;  reg [3:0] counter_1 = 4'b1010;  reg [3:0] counter_2 = 4'b1010;
		reg [3:0] counter_3 = 4'b1010;  reg [3:0] counter_4 = 4'b1010;  reg [3:0] counter_5 = 4'b1010;
		reg [3:0] counter_6 = 4'b1010;  reg [3:0] counter_7 = 4'b1010;  reg [3:0] counter_8 = 4'b1010;
		reg [3:0] counter_9 = 4'b1010;  reg [3:0] counter_10 = 4'b1010; reg [3:0] counter_11 = 4'b1010;
		reg [3:0] counter_12 = 4'b1010; reg [3:0] counter_13 = 4'b1010; reg [3:0] counter_14 = 4'b1010;
		reg [3:0] counter_15 = 4'b1010; reg [3:0] counter_16 = 4'b1010; reg [3:0] counter_17 = 4'b1010;
		reg [3:0] counter_18 = 4'b1010; reg [3:0] counter_19 = 4'b1010;
		always@(posedge CLK)
		begin
			if (RESET)
				current_state <= IDLE;
			else
				current_state <= next_state;
		end
		always @(*)
		case(current_state)
			IDLE:
				begin
					if (RELOAD)
						next_state = STATE_RELOAD;
					else if (CARD_IN && RELOAD == 1'b0)
						next_state = GET_CODE;
					else 
						next_state = IDLE;
				end
			STATE_RELOAD:
				begin
					if (RELOAD == 1'b0)
						next_state = IDLE;
				end
			GET_CODE:
				begin
					if (digits == 4'b0010)
						next_state = SELECTION;
					else if (KEY_PRESS == 1'b0 & cycles < 3'b101)
						next_state = GET_CODE;
					else if (digits != 4'b0010 & cycles == 3'b101)
						next_state = IDLE;
				end
			SELECTION:
				begin
					if (item_code >= 5'b0 && item_code <= 5'b00011)
						begin
							if (counter_0 == 0 || 
								counter_1 == 0 || 
								counter_2 == 0 || 
								counter_3 == 0)
								next_state = IDLE;
							else
								next_state = SNACK_COST_1;
						end
					else if(item_code >= 5'b00100 && item_code <= 5'b00111)
						begin
							if (counter_4 == 1'b0 || 
							    counter_5 == 1'b0 || 
								counter_6 == 1'b0 || 
								counter_7 == 1'b0 )
								next_state = IDLE;
							else
								next_state = SNACK_COST_2; 
						end
					else if(item_code >= 5'b01000 && item_code <= 5'b01011)
						begin
							if (counter_8 == 1'b0 || 
							    counter_9 == 1'b0 || 
								counter_10 == 1'b0 || 
								counter_11 == 1'b0 )
								next_state = IDLE;
							else
								next_state = SNACK_COST_3; 
						end
					else if(item_code >= 5'b01100 && item_code <= 5'b01111)
						begin
							if (counter_12 == 1'b0 || 
							    counter_13 == 1'b0 || 
								counter_14 == 1'b0 || 
								counter_15 == 1'b0)
								next_state = IDLE;
							else
								next_state = SNACK_COST_4;
						end
					else if(item_code == 5'b10000 || item_code == 5'b10001)
						begin
							if (counter_16 == 1'b0 || counter_17 == 1'b0)
								next_state = IDLE;
							else
								next_state = SNACK_COST_5;
						end
					else if(item_code == 5'b10010 || item_code == 5'b10011)
						begin
							if (counter_18 == 1'b0 || counter_19 == 1'b0)
								next_state = IDLE;
							else
								next_state = SNACK_COST_6;
						end
					else
						next_state = IDLE;
				end
			VEND_STATE:
				begin
					if (DOOR_OPEN)
						next_state = VEND_STATE;
					else if(cycles >= 3'b101 & DOOR_OPEN == 0)
						next_state = IDLE;
				end
			SNACK_COST_1:
				begin
					if (VALID_TRAN)
						next_state = VEND_STATE;
					else if (cycles == 3'b101)
						next_state = IDLE;
				end
			SNACK_COST_2:
				begin
					if(VALID_TRAN)
						next_state = VEND_STATE;
					else if(cycles == 3'b101)
						next_state = IDLE;
				end
			SNACK_COST_3:
				begin
					if(VALID_TRAN)
						next_state = VEND_STATE;
					else if(cycles == 3'b101)
						next_state = IDLE;
				end
			SNACK_COST_4:
				begin
					if(VALID_TRAN)
						next_state = VEND_STATE;
					else if(cycles == 3'b101)
						next_state = IDLE;
				end
			SNACK_COST_5:
				begin
					if(VALID_TRAN)
						next_state = VEND_STATE;
					else if(cycles == 3'b101)
						next_state = IDLE;
				end
			SNACK_COST_6:
				begin
					if(VALID_TRAN)
						next_state = VEND_STATE;
					else if(cycles == 3'b101)
						next_state = IDLE;
				end
		endcase
		always@(posedge CLK)
			begin
				cycles <= cycles + 1'b1;
				if (cycles > 3'b101)
					cycles <= 3'b000;
				if (current_state == IDLE ||
					(current_state == GET_CODE & get_cycle_flag) ||
					(current_state == SNACK_COST_1 & sel_cycle_flag) ||
					(current_state == SNACK_COST_2 & sel_cycle_flag) ||
					(current_state == SNACK_COST_3 & sel_cycle_flag) ||
					(current_state == SNACK_COST_4 & sel_cycle_flag) ||
					(current_state == SNACK_COST_5 & sel_cycle_flag) ||
					(current_state == SNACK_COST_6 & sel_cycle_flag) ||
					(current_state == VEND & vend_cycle_flag))
					cycles <= 3'b000;
			end
		always @(*)
		case(current_state)
			IDLE: 
				begin
					VEND = 1'b0;
					INVALID_SEL = 1'b0;
					FAILED_TRAN = 1'b0;
					COST[2:0] <= 3'b0;
					digits <= 4'b0;
					get_cycle_flag = 1'b0;
					sel_cycle_flag = 1'b0;
					vend_cycle_flag = 1'b0;
					item_code <= 5'b10101;
				end
			STATE_RELOAD:
				begin
					counter_0 <= 4'b1010; counter_1 <= 4'b1010; counter_2 <= 4'b1010;
					counter_3 <= 4'b1010; counter_4 <= 4'b1010; counter_5 <= 4'b1010;
					counter_6 <= 4'b1010; counter_7 <= 4'b1010; counter_8 <= 4'b1010;
					counter_9 <= 4'b1010; counter_10 <= 4'b1010; counter_11 <= 4'b1010;
					counter_12 <= 4'b1010; counter_13 <= 4'b1010; counter_14 <= 4'b1010;
					counter_15 <= 4'b1010; counter_16 <= 4'b1010; counter_17 <= 4'b1010;
					counter_18 <= 4'b1010; counter_19 <= 4'b1010;
				end
			GET_CODE:
				begin
					if (KEY_PRESS)
						begin
							if (ITEM_CODE >= 4'b0 && ITEM_CODE < 4'b1010)
								begin
									if (digits == 1'b0 & ~item_code_flag)
										begin
											item_code <= ITEM_CODE * 10;
											digits <= 1;
											get_cycle_flag = 1;
											item_code_flag = 1;
										end
									else if (digits == 1 & ~item_code_flag)
										begin
											item_code <= item_code + ITEM_CODE;
											digits <= 2;
										end
								end
						end
					else
						begin
							item_code_flag = 0;
							get_cycle_flag = 0;
						end
					if (next_state == IDLE)
						INVALID_SEL = 1;
				end
			SELECTION:
				begin
					if (next_state == IDLE)
						INVALID_SEL = 1;
					else 
						sel_cycle_flag = 1;
				end
			SNACK_COST_1:
				begin
					COST <= 1;
					sel_cycle_flag = 0;
					if (next_state == IDLE)
						FAILED_TRAN = 1;
					if (next_state == VEND_STATE)
						vend_cycle_flag = 1;
				end
			SNACK_COST_2:
				begin
					COST <= 2;
					sel_cycle_flag = 0;
					if(next_state == IDLE)
						FAILED_TRAN = 1;
					if(next_state == VEND_STATE)
						vend_cycle_flag = 1;
				end
			SNACK_COST_3:
				begin
					COST <= 3;
					sel_cycle_flag = 0;
					if(next_state == IDLE)
						FAILED_TRAN = 1;
					if(next_state == VEND_STATE)
						vend_cycle_flag = 1;
				end
			SNACK_COST_4:
				begin
					COST <= 4;
					sel_cycle_flag = 0;
					if (next_state == IDLE)
						FAILED_TRAN = 1;
					if (next_state == VEND_STATE)
						vend_cycle_flag = 1;
				end
			SNACK_COST_5:
				begin
					COST <= 5;
					sel_cycle_flag = 0;
					if(next_state == IDLE)
						FAILED_TRAN = 1;
					if(next_state == VEND_STATE)
						vend_cycle_flag = 1;
				end
			SNACK_COST_6:
				begin
					COST <= 6;
					sel_cycle_flag = 0;
					if(next_state == IDLE)
						FAILED_TRAN = 1;
					if(next_state == VEND_STATE)
						vend_cycle_flag = 1;
				end
			VEND_STATE:
				begin
				vend_cycle_flag = 0;
				if (item_code == 0)
					counter_0 <= counter_0 - 1'b1;
				else if (item_code == 5'b00001)
					counter_1 <= counter_1 - 1'b1;		
				else if (item_code == 5'b00010)
					counter_2 <= counter_2 - 1'b1;
				else if (item_code == 5'b00011)
					counter_3 <= counter_3 - 1'b1;
				else if (item_code == 5'b00100)
					counter_4 <= counter_4 - 1'b1;
				else if (item_code == 5'b00101)
					counter_5 <= counter_5 - 1'b1;
				else if (item_code == 5'b00110)
					counter_6 <= counter_6 - 1'b1;
				else if (item_code == 5'b00111)
					counter_7 <= counter_7 - 1'b1;
				else if (item_code == 5'b01000)
					counter_8 <= counter_8 - 1'b1;
				else if (item_code == 5'b01001)
					counter_9 <= counter_9 - 1'b1;
				else if (item_code == 5'b01010)
					counter_10 <= counter_10 - 1'b1;
				else if (item_code == 5'b01011)
					counter_11 <= counter_11 - 1'b1;
				else if (item_code == 5'b01100)
					counter_12 <= counter_12 - 1'b1;
				else if (item_code == 5'b01101)
					counter_13 <= counter_13 - 1'b1;
				else if (item_code == 5'b01110)
					counter_14 <= counter_14 - 1'b1;
				else if (item_code == 5'b01111)
					counter_15 <= counter_15 - 1'b1;
				else if (item_code == 5'b10000)
					counter_16 <= counter_16 - 1'b1;
				else if (item_code == 5'b10001)
					counter_17 <= counter_17 - 1'b1;
				else if (item_code == 5'b10010)
					counter_18 <= counter_18 - 1'b1;
				else if (item_code == 5'b10011)
					counter_19 <= counter_19 - 1'b1;
				VEND = 1'b1;
				item_code <= 5'b10101;
				end
		endcase
	endmodule
==> flow_metrics.env <==
# yosys + openroad results
export IMPL_antenna_cells=0
export IMPL_crit_start="current_state[3]"
export IMPL_cp_slowest_cell="o32ai_1"
export IMPL_io_buffers=16
export IMPL_cts_tree="yes"
export IMPL_slew_headroom=0.587
export IMPL_avgSynthCellArea_um2=7.72
export IMPL_edf_count=0
export IMPL_path_cells="buf_4 -> nand2b_1 -> o32ai_1 -> a221oi_1 -> and2_1"
export IMPL_drc=0
export IMPL_placed_cell_area_um2=4790
export IMPL_crit_type="reg2reg"
export IMPL_vias=3445
export IMPL_cpPeakStageDelay_ns=0.49
export IMPL_min_path_type="reg2reg"
export IMPL_worst_pin_slew_ns=0.619
export IMPL_ant_nets=0
export IMPL_fp_dieH_um=124
export IMPL_ys_types=49
export IMPL_unclocked_pins=101
export IMPL_ys_area_um2=4470
export IMPL_grt_pass1_vias=3189
export IMPL_cts_resized=0
export IMPL_cts_path_max_buffers=2
export IMPL_leakagePower_nw=2.15
export IMPL_setup_viol=0
export IMPL_setup_slack_ns=1.79
export IMPL_cts_made_buffers=3
export IMPL_worstSetupStartpointType="flip-flop"
export IMPL_vias_per_cell=4.51
export IMPL_ys_cells=579
export IMPL_status="completed"
export IMPL_cts_htree_levels=1
export IMPL_cts_root_buf="clkbuf_16"
export IMPL_synthArstFlopShare=0
export IMPL_antenna_found_initial=0
export IMPL_drt_iter0_markers=226
export IMPL_synth_cells=579
export IMPL_wl_um=8240
export IMPL_largest_register="item_code"
export IMPL_largest_reg_flops=5
export IMPL_synth_top_area_share=0.340
export IMPL_area_growth_syn_to_layout_pct=8.96
export IMPL_finalHoldViolations=0
export IMPL_arrival_ns=1.93
export IMPL_grt_max_degree=40
export IMPL_irDropWorstVdd_mv=0.141
export IMPL_place_ws_ns=1.79
export IMPL_drt_pass1_iter_count=4
export IMPL_ys_warn_count=95
export IMPL_r2r_start="current_state[3]"
export IMPL_p_total_mw=0.393
export IMPL_cp_max_fo=39
export IMPL_synth_area_top_cells="dlxtn_1 (34%), ha_1 (13%), xnor2_1 (8.6%), nand2_1 (7.2%), nor2_1 (6.7%)"
export IMPL_gp_congestion=0.841
export IMPL_required_ns=3.72
export IMPL_maxCapViolCount=0
export IMPL_core_area_um2=14500
export IMPL_power_density_nw_per_um2=80.7
export IMPL_rows=44
export IMPL_clk_pin_slew_ns=0.03
export IMPL_rsz0062_at_grt="false"
export IMPL_die_x_um=124
export IMPL_finalClockSkew_ns=0.000618
export IMPL_grt_use_total=0.117
export IMPL_finalCriticalPeriod_ns=1.81
export IMPL_grt_pass1_wl_um=14300
export IMPL_ys_flop_type="dlxtn_1"
export IMPL_unconstrained_endpoints=107
export IMPL_fin_area_um2=4870
export IMPL_insertion_delay_ns=0.23
export IMPL_ctsHoldBuffers=0
export IMPL_fin_hold_ws_ns=0.486
export IMPL_grt_overflow=0
export IMPL_hpwlAfterDp_um=6520
export IMPL_dieArea_um2=15400
export IMPL_synth_area_um2=4470
export IMPL_finalMaxSlewViolations=0
export IMPL_fp_util=0.308
export IMPL_cp_end_kind="flip-flop"
export IMPL_synth_area_leader_cell="dlxtn_1"
export IMPL_finalSetupTns_ns=0
export IMPL_routedWlPerCell_um=10.8
export IMPL_period_used=0.504
export IMPL_drive_gt1_frac=0.0328
export IMPL_io_pins=17
export IMPL_fmax_mhz=551
export IMPL_min_from="cycles[0]"
export IMPL_cts_setup_buffers=0
export IMPL_tool_warnings=46
export IMPL_synth_flop_count=108
-- per-layer routing --
| layer | GRT usage | routed length [um] |
|---|---|---|
| met5 | 0 | 0 |
| met4 | 0.00744 | 53 |
| met3 | 0.00935 | 160 |
| met2 | 0.189 | 3730 |
| met1 | 0.182 | 4300 |
-- area by class of cell --
class | instances | area [um2]
Clock buffer | 4 | 78.8
Fill cell | 1562 | 9660
Timing Repair Buffer | 20 | 190
Tap cell | 184 | 230
Inverter | 49 | 184
Multi-Input combinational cell | 399 | 2530
Sequential cell | 108 | 1660
-- cell usage in the layout (no fill, tap or decap), types with 2 or more instances in the layout --
master,count
a211oi_1,3
a21boi_0,2
a21o_1,2
a21o_2,2
a21oi_1,13
a221oi_1,2
a222oi_1,2
a22oi_1,7
and2_1,2
buf_4,4
clkbuf_16,3
clkdlybuf4s50_1,16
dfxtp_1,7
dlxtn_1,101
ha_1,47
inv_1,48
nand2_1,86
nand2b_1,4
nand3_1,5
nand3b_1,2
nor2_1,80
nor2b_1,10
nor3_1,26
nor3b_1,2
o211ai_1,3
o21ai_0,26
o21bai_1,3
o22ai_1,2
o31ai_1,2
or2_2,2
or3_1,2
or3b_2,2
xnor2_1,44
xor2_1,3
-- cell families (layout without fill, tap and decap cells) --
logic type / Yosys count / after routing / synth area share
simple gates: 227 / 227 / 0.221
latches: 101 / 101 / 0.340
compound gates: 77 / 77 / 0.117
buf+inv: 72 / 73 / 0.0632
fa+ha+maj: 48 / 48 / 0.136
xor+xnor: 47 / 47 / 0.0921
flops: 7 / 7 / 0.0313
-- Yosys cell counts, drive strengths merged, types with 4 or more instances --
cell and instances:
dlxtn 101, nand2 86, nor2 80, inv 49
ha 47, xnor2 44, nor3 26, o21ai 26
clkbuf 15, a21oi 13, nor2b 10, buf 8
a22oi 7, dfxtp 7, nand3 6, a21o 4
nand2b 4
-- power breakdown --
group	internal, mW	switching [mW]
Clock	0.147	0.0392
Sequential	0.114	0.00752
Combinational	0.0377	0.0477
Total	0.299	0.0944
-- final timing paths --
path	to	slack, ns	depth (start not counted)
worst max-delay path	cycles[2]	1.79	5
worst min-delay path	cycles[0]	0.49	1
worst max register to register	cycles[2]	1.79	5
worst min register to register	cycles[0]	0.49	1
-- worst max-delay path, delay by kind of cell, from the launching register on --
family / cells / cell delay, ns
simple gates: 2 / 0.39
flops: 1 / 0.29
buf+inv: 1 / 0.30
compound gates: 2 / 0.71
-- per-stage QoR --
stage	utilization	cells
2_1_floorplan	-	579
3_3_place_gp	0.330	760
3_5_place_dp	0.330	760
4_1_cts	0.335	764
5_1_grt	0.335	764
6_report	0.335	764
No activity file was given, so power comes from the tool's default toggle rates.
